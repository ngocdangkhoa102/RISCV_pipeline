==> design/flow/design.v <==
module flip_flop_EX1(i_pc,i_aluout,i_rs2_out_fwd,i_memRW,i_wbsel,o_pc,o_aluout,o_rs2_out_fwd,o_memRW,o_wbsel,clk);
parameter	PC_LENGTH = 32;
parameter 	DATA_LENGTH = 32;
input [PC_LENGTH-1:0] 	i_pc;
input [DATA_LENGTH-1:0]	i_rs2_out_fwd,i_aluout;
input [1:0] i_wbsel;
input i_memRW;
input clk; 
output reg [PC_LENGTH-1:0] 	o_pc;
output reg [DATA_LENGTH-1:0]	o_rs2_out_fwd,o_aluout;
output reg [1:0] o_wbsel;
output reg o_memRW;
always @(posedge clk)
begin
	o_pc = i_pc;
	o_rs2_out_fwd = i_rs2_out_fwd;
	o_aluout = i_aluout;
	o_wbsel = i_wbsel;
	o_memRW = i_memRW; 
end 
endmodule
==> design/flow/run.sh <==
#!/bin/bash
# OpenROAD 26Q1-2900-gdf79404cd8, Yosys 0.63+post, stock flow scripts
make -C /OpenROAD-flow-scripts/flow DESIGN_CONFIG=/design/flow/config.mk WORK_HOME=/design/flow/orfs finish
==> design/flow/config.mk <==
export PLATFORM = sky130hd
export DESIGN_NAME = flip_flop_EX1
export DESIGN_NICKNAME = flip_flop_EX1
export VERILOG_FILES = /design/flow/design.v
export SDC_FILE = /design/flow/constraint.sdc
export NUM_CORES = 4
export LEC_CHECK = 1
export CORE_UTILIZATION = 30
export SYNTH_HDL_FRONTEND = slang
==> design/flow/constraint.sdc <==
current_design flip_flop_EX1

set clk_period 1.0
set clk_io_pct 0.2

create_clock -name clk0 -period $clk_period [get_ports {clk}]

set non_clock_inputs [all_inputs -no_clocks]
set_input_delay [expr $clk_period * $clk_io_pct] -clock clk0 $non_clock_inputs
set_output_delay [expr $clk_period * $clk_io_pct] -clock clk0 [all_outputs]
==> run_results.csv <==
group,metric,value,unit
synth,avgSynthCellArea,20.0,µm²
die,die_x,83.3,µm
cts,clock_path_buffers,2,
critical_path,cp-endpoint,"o_aluout[12]",
power_and_ir_drop,powerDensity,1910,nW/µm²
timing,slew_headroom,0.930,
synth,top_cell_area_share,1.00,
critical_path,cp-start-kind,"register",
timing,tightest_slew,0.105,ns
critical_path,crit_fanout,1,
cts,cts_setup_buffers,0,
die,die_h,83.3,µm
drt,dr.pass1.iters,3,
grt,grt_pass1_vias,1454,
flow_run,tool_warnings,28,
synth,synth_area,1980,µm²
layout,syn2layout_area_growth,90.0,%
critical_path,slowest_delay,0.32,ns
grt,overflow,0,
synth,yosysSeqAreaShare,1.00,
drt,wl_per_cell,13.5,µm
placement,dpl-instance-area,4060,µm²
timing,hold_violations,0,
die,dieArea,6940,µm²
critical_path,cp.depth,1,
timing,fin_crit,0.978,ns
synth,synthTopCellsByArea,"dfxtp_1 (100%)",
critical_path,endpoint_kind,"primary output",
placement,place_hpwl,4180,µm
grt,gr-usage-met3,0.101,
placement,numPortBuffers,198,
grt,grt_util_met1,0.162,
critical_path,cp.required,0.80,ns
layout,logic_gates,0,
synth,numSynthFlops,99,
layout,final_cell_mix,"clkdlybuf4s50_1 (99), buf_2 (99), dfxtp_1 (92)",
drt,postRouteAntennaNets,0,
synth,mux_area_frac,0,
grt,grt_start_max_net_pins,16,
drt,drt-total-wl,5240,µm
critical_path,critPathKind,"reg2out",
critical_path,startpoint,"o_aluout[12]$_DFF_P_",
synth,synth_cell_types,1,
synth,synthSimpleGateAreaFrac,0,
timing,hold_slack,0.281,ns
grt,grt.busiest_layer,"met2",
synth,yosys.area_share.aoi,0,
synth,adder_share,0,
layout,fin_area,3770,µm²
synth,synth_top_cell_by_area,"dfxtp_1",
power_and_ir_drop,power.leakage,1.71,nW
cts,htree_levels,3,
grt,grt_antenna_before_repair,0,
die,rows,29,
placement,gp_congestion,0.722,
layout,combGateArea,0,µm²
synth,yosysChipArea,1980,µm²
synth,yosysCellCount,99,
drt,vias_per_cell,3.71,
synth,synth_cells,99,
flow_run,cap_violations,0,
timing,slew_violations,0,
grt,grt_util_met2,0.261,
layout,drive_above_1_share,0.385,
cts,clk_pin_slew,0.09,ns
cts,cts_tree,"built",
die,fp-utilization,0.312,
die,io_pins,199,
status,status,"finished clean",
grt,grt_pass1_wl,7620,µm
synth,ys_warn_count,0,
drt,drt-initial-drc-count,18,
drt,vias,1442,
drt,n_antenna_cell,0,
synth,xor_share,0,
die,core_region_area,6350,µm²
grt,groute.usage.overall,0.153,
timing,setup_viol,0,
critical_path,crit_buf_inv,1,
critical_path,arrival,0.78,ns
cts,clock-sinks,99,
power_and_ir_drop,ir_worst_vdd,1.54,mV
cts,cts_root_buf,"clkbuf_8",
layout,nFillCells,519,
min_path,min_path_type,"in2reg",
timing,post-route-period-util,0.978,
timing,rsz0062_at_grt,"yes",
cts,numCtsBuffers,9,
critical_path,cp_slowest_cell,"dfxtp_2",
drt,drc,0,
critical_path,crit_chain,"buf_2",
critical_path,critPathTopFamily,"flip-flops",
timing,fmaxAchievable,1.02,GHz
[per-stage QoR]
stage	TNS [ns]	util	cells	power [mW]	setup slack, ns
after global placement	0	0.639	374	5.03	0.0251
after detailed placement	0	0.639	374	5.03	0.0197
after floorplan	0	-	99	4.24	0.538
final	0	0.593	389	7.18	0.0220
after global routing	-0.328	0.593	389	7.53	-0.0254
after CTS	-0.00344	0.593	389	7.29	-0.00344
[final cells by class]
class,instances,area [µm²],share of cell area
clock buffer,11,141,0.0375
clock inverter,4,51.3,0.0136
sequential,99,1990,0.529
tap,77,96.3,0.0256
timing repair buffer,198,1490,0.395
[layer usage]
layer | part of all wire | up-vias
li1 | - | 718
met1 | 0.35 | 598
met2 | 0.48 | 121
met3 | 0.16 | 5
met4 | 0.012 | 0
met5 | 0 | -
[cell families after synthesis]
logic type and count (synthesis):
DFF 99
[Yosys cell counts, drive strengths merged]
| cell type | number |
|---|---|
| dfxtp | 99 |
[repair_timing]
item | in CTS | in global routing
hold endpoints to repair | 0 | 0
hold buffers | 0 | 0
setup endpoints to repair | 99 | 41
resized | 310 | 1
[worst min-delay path by stage]
stage	to	slack, ns	cells past startpoint	start
4_1_cts	o_rs2_out_fwd[23]$_DFF_P_	0.26	1	i_rs2_out_fwd[23]
6_report	o_aluout[12]$_DFF_P_	0.28	1	i_aluout[12]
5_1_grt	o_pc[15]$_DFF_P_	0.25	1	i_pc[15]
[registers in the layout, summed over array words and instances, names as in the netlist]
name           count
o_wbsel            2
o_rs2_out_fwd     32
o_memRW            1
o_aluout          32
o_pc              32
[report_power, final]
group | internal, mW | leakage (nW) | total [mW] | switching [mW]
sequential | 4.15 | 0.835 | 4.19 | 0.0390
combinational | 0.459 | 0.777 | 0.536 | 0.0774
clock | 1.21 | 0.0954 | 2.45 | 1.24
No activity file was given, so power comes from the tool's default toggle rates.
