$ cat /design/flow/design.v
module flip_flop_ID(inst_hat,dataA_hat,dataB_hat,PC_hat,inst,dataA,dataB,PC,PCSel,clk);
parameter	INST_LENGTH = 32;
parameter 	DATA_LENGTH = 32;
parameter	PC_LENGTH = 32;
input	[INST_LENGTH-1:0]	inst_hat;
input 	[DATA_LENGTH-1:0]	dataA_hat,dataB_hat;
input 	[PC_LENGTH-1:0]		PC_hat;
input 	PCSel;
input 	clk;
output reg [INST_LENGTH-1:0] 	inst;
output reg [DATA_LENGTH-1:0]	dataA,dataB;
output reg [PC_LENGTH-1:0]	PC;
always @(posedge clk)
begin
	if(PCSel)
		begin
			inst = 32'h00000033;
			dataA = 32'h00000000;
			dataB = 32'b00000000;
			PC = 32'h00000000;
		end 
	else
		begin
			inst = inst_hat;
			dataA = dataA_hat;
			dataB = dataB_hat;
			PC = PC_hat;
		end
end
endmodule  
$ cat /design/flow/run.sh
#!/bin/bash
# OpenROAD 26Q1-2900-gdf79404cd8, Yosys 0.63+post, stock flow scripts
make -C /OpenROAD-flow-scripts/flow DESIGN_CONFIG=/design/flow/config.mk WORK_HOME=/design/flow/orfs finish
$ cat /design/flow/config.mk
export PLATFORM = sky130hd
export DESIGN_NAME = flip_flop_ID
export DESIGN_NICKNAME = flip_flop_ID
export VERILOG_FILES = /design/flow/design.v
export SDC_FILE = /design/flow/constraint.sdc
export NUM_CORES = 4
export LEC_CHECK = 1
export CORE_AREA = 10 10 153 153
export DIE_AREA = 0 0 163 163
export SYNTH_HDL_FRONTEND = slang
$ cat /design/flow/constraint.sdc
current_design flip_flop_ID

set clk_period 1.0
set clk_io_pct 0.2

create_clock -name clk0 -period $clk_period [get_ports {clk}]

set non_clock_inputs [all_inputs -no_clocks]
set_input_delay [expr $clk_period * $clk_io_pct] -clock clk0 $non_clock_inputs
set_output_delay [expr $clk_period * $clk_io_pct] -clock clk0 [all_outputs]
==> results.cfg <==
; flow metrics
[grt]
grt_pass1_wl_um = 17200
grt_util_all_layers_pct = 8.50
grt_max_degree = 35
grt_pass1_vias = 2813
antenna_found_initial = 0
grt_remaining_overflow = 0

[synth]
synth.distinct_cells = 6
synthCells = 270
ys_cells = 270
postSynthAreaPerCell_sq_um = 12.7
syn_area_sq_mm = 0.00344
ys_seq_elements = 128
postSynthSeqShare_pct = 74.5
yosys_area_sq_mm = 0.00344
ys_warn_count = 0

[critical_path]
start_kind = register
cp_data_arrival_time_ps = 840
path_class = reg2out
slowest_stage = dfxtp_2
slowest_delay_ps = 330
cp_max_fo = 1
cp_top_family = flip-flops
worstPathCellList = buf_6
crit_buf_inv = 1
worstSetupEndpointType = output pin
cp-startpoint = dataB[4]
required_ps = 800

[finish]
fillers = 2097
drive_gt1_share_pct = 33.9
syn_to_final_growth_pct = 86.5

[route]
routed_via_density = 3.24
drc = 0
drtAntennaViolNets = 0
dr_total_vias = 2660
antennaDiodeCount = 0
wl_per_cell_um = 14.5
dr.pass1.iters = 3
wl_um = 11900
first_iter_violations = 70

[power_and_ir_drop]
p_seq_share_pct = 41.0
pwr-share-clk_pct = 51.3
cellPowerDensity_mw_per_mm2 = 2070
comb_power_share_pct = 7.7
p_int_mw = 10.6
p_switching_mw = 2.63
irDropWorstVdd_mv = 1.15
sw_frac_of_total_pct = 19.8
finalPower_mw = 13.3
p_leak_nw = 2.82

[outcome]
violations = setup timing
status = finished with violations

[clock_network]
cts_sinks = 128
cts_tree = done
post_cts_buffers = 0
clock_path_buffers = 2
cts_root_buffer = clkbuf_16
clk_pin_slew_ps = 60
cts_buffers = 17
h-tree-depth = 4

[min_path]
hold_class = in2reg
holdPathEnd = inst[22]
hold_depth = 2
min-delay-start = PCSel

[floorplanning]
rows = 52
initCoreUtil_pct = 17.0
die_w_um = 163
coreArea_sq_mm = 0.0202
io_pins = 258
dieArea_sq_mm = 0.0266
die_h_um = 163

[final_timing]
holdWs_ps = 159
maxClockFrequency_ghz = 0.958
slew_headroom_pct = 82.0
period_minus_slack_ps = 1040
maxSlewViolCount = 0
worstMarginPinSlew_ps = 271
setup_violations = 84
rsz0062_at_grt = yes
hold_viol = 0
fin_ws_ps = -44.3
fin_crit_sh_pct = 104

[placement]
gp_congestion = 0.765
numPortBuffers = 257
dp_hpwl_um = 9420

[job]
cap_violations = 0
warnings = 27
-- how the worst max path moves through the flow --
stage,to,depth (start not counted)
4_1_cts,dataB[4],1
5_1_grt,dataB[7],1
6_report,dataB[4],1
-- synth_stat cells (all sizes together) --
cell type    n  area (sq um)
dfxtp      128          2560
nor2b      124           776
buf         13          71.3
or2          4          25.0
clkbuf       1          3.75
-- layout by cell type, fill, tap and decap left out, types with 2 or more instances in the layout --
master,netlist,routed
clkinvlp_4,0,3
buf_6,1,4
dfxtp_2,0,17
dfxtp_1,128,111
buf_2,12,124
bufinv_16,0,5
nor2b_1,124,124
inv_6,0,2
or2_2,4,4
clkbuf_16,0,17
buf_4,0,4
clkinv_2,0,2
buf_12,0,3
clkdlybuf4s50_1,0,128
-- metal layers --
layer / routed length (um) / track usage [%] / vias up
li1: - / - / 1350
met5: 0 / 0 / -
met2: 6070 / 15.0 / 125
met3: 1170 / 3.98 / 11
met1: 4430 / 9.16 / 1174
met4: 202 / 1.56 / 0
-- cells by family after synthesis --
group | count (synthesis) | synth area share, %
DFF | 128 | 74.5
buffers and inverters | 14 | 2.18
and+or+nand+nor | 128 | 23.3
-- cell type report --
type                    count  area, sq um  area share, %
clock buffers              19          443           6.91
clock inverters            13          209           3.26
multi-input cells         128          801           12.5
flip-flops and latches    128         2580           40.3
well taps                 270          338           5.27
repair buffers            263         2040           31.8
-- stage by stage --
stage	setup TNS (ps)	worst slack (ps)	instance area (sq um)	cells	utilization [%]
after floorplan	0	122	3440	270	-
after global placement	-105	-83.4	6350	789	31.5
after detailed placement	-101	-82.1	6350	789	31.5
after CTS	-4470	-75.2	6380	821	31.6
after global routing	-6820	-84.1	6410	821	31.8
final	-813	-44.3	6410	821	31.8
-- power by group through the flow --
stage,Combinational (mW),Clock (mW),Sequential [mW]
final,1.03,6.81,5.44
after global routing,1.13,7.25,5.46
after CTS,1.05,7.03,5.44
-- registers in the layout, summed over array words and instances (netlist names) --
name,cells
PC,32
dataA,32
dataB,32
inst,32
-- timing repair --
action / in CTS / in global routing
pin swaps: 0 / 0
endpoints found under the setup margin: 128 / 128
hold buffers: 0 / 0
resized: 437 / 11
Power and IR drop assume default switching activity.
