[design.v]
module forwarder(inst1,inst2,inst3,fwd1,fwd2);
parameter INST_LENGTH = 32;
parameter REG_ADDR_LENGTH = 5; 
parameter OPCODE_LENGTH = 7;
input [INST_LENGTH-1:0] inst1,inst2,inst3;
output reg [1:0] fwd1,fwd2;
reg [REG_ADDR_LENGTH-1:0] rd2, rd3, rs11 ,rs21;
reg [OPCODE_LENGTH-1:0] opcode1,opcode2,opcode3; 
always @(inst1 or inst2 or inst3)
begin 
	rd2 = inst2[11:7];
	rd3 = inst3[11:7];
	rs11 = inst1[19:15];
	rs21 = inst1[24:20];
	opcode1 = inst1 [6:0];
	opcode2 = inst2 [6:0];
	opcode3 = inst3 [6:0];
	if(opcode2 != 7'b1100011 && opcode2 != 7'b0100011)
		begin 
		if(rs11 == rd2 && rd2 != 5'b00000)
			begin 
			if(opcode2 == 7'b0000011)
				fwd1 = 2'b10;
			else 
				fwd1 = 2'b01;
			end
		else if(opcode3 != 7'b1100011 && opcode3 != 7'b0100011)
			begin 
			if(rs11 == rd3 && rd3 != 5'b00000)
				fwd1 = 2'b11;
			else 
				fwd1 = 2'b00;
			end
		else 
			fwd1 = 2'b00;
		end
	else if(opcode3 != 7'b1100011 && opcode3 != 7'b0100011)
		begin 
			if(rs11 == rd3 && rd3 != 5'b00000 )
				fwd1 = 2'b11;
			else
				fwd1 = 2'b00;
		end
	else
		fwd1 = 2'b00;
	if(opcode2 != 7'b1100011 && opcode2 != 7'b0100011)
		begin 
		if(rs21 == rd2 && rd2 != 5'b00000)
			begin 
			if(opcode2 == 7'b0000011)
				fwd2 = 2'b10;
			else 
				fwd2 = 2'b01;
			end
		else if(opcode3 != 7'b1100011 && opcode3 != 7'b0100011)
			begin 
			if(rs21 == rd3 && rd3 != 5'b00000)
				fwd2 = 2'b11;
			else 
				fwd2 = 2'b00;
			end
		else 
			fwd2 = 2'b00;
		end
	else if(opcode3 != 7'b1100011 && opcode3 != 7'b0100011)
		begin 
			if(rs21 == rd3 && rd3 != 5'b00000)
				fwd2 = 2'b11;
			else
				fwd2 = 2'b00;
		end
	else
		fwd2 = 2'b00;
end
endmodule 
[run.sh]
#!/bin/bash
# OpenROAD 26Q1-2900-gdf79404cd8, Yosys 0.63+post, stock flow scripts
make -C /OpenROAD-flow-scripts/flow DESIGN_CONFIG=/design/flow/config.mk WORK_HOME=/design/flow/orfs finish
[config.mk]
export PLATFORM = sky130hd
export DESIGN_NAME = forwarder
export DESIGN_NICKNAME = forwarder
export VERILOG_FILES = /design/flow/design.v
export SDC_FILE = /design/flow/constraint.sdc
export NUM_CORES = 4
export LEC_CHECK = 1
export CORE_AREA = 10 10 70 70
export DIE_AREA = 0 0 80 80
export SYNTH_HDL_FRONTEND = slang
[constraint.sdc]
current_design forwarder

set clk_period 2.9
set clk_io_pct 0.2

create_clock -name clk0 -period $clk_period

set non_clock_inputs [all_inputs -no_clocks]
set_input_delay [expr $clk_period * $clk_io_pct] -clock clk0 $non_clock_inputs
set_output_delay [expr $clk_period * $clk_io_pct] -clock clk0 [all_outputs]
==> flow_summary.toml <==
# physical design summary
[placed_design]
hpwlAfterDp_um = 1563
numPortBuffers = 37
place_ws_ns = -0.2029
gp_congestion = 0.7866

[layout]
flops = 0
nClkBuffers = 0
fill_cells = 372
drive_gt1_share_pct = 16.67
logic_area_um2 = 366.6
flop_area_um2 = 0
syn_to_final_growth_pct = 137.9

[synthesis]
synth_seq_share_pct = 0
ys_chip_area_um2 = 366.6
aoi_share_pct = 6.485
yosys_cells = 43
yosysWarnings = 0
xor_share_pct = 47.78
ys_sh_simple_pct = 34.81
synth.area.mux_share_pct = 10.92
synthAdderAreaFrac_pct = 0
syn_area_um2 = 366.6
ys_top_logic_family = "XOR/XNOR gates"
yosysUniqueCellTypes = 16
syn_area_per_cell_um2 = 8.526
synth_cells = 43

[timing]
tightest_slew_ns = 0.2509
slew_headroom_pct = 83.15
setup_violations = 0
finalHoldWorstSlack_ns = 1.888
slew_violations = 0
rsz0062_at_grt = "false"
final_hold_viol_count = 0
fin_crit_sh_pct = 96.54
finalCriticalPeriod_ns = 2.800
setup_ws_ns = 0.1002
clock.fmax_ghz = 0.3572

[route]
drtIter0Drc = 0
vias = 493
first_pass_iters = 1
drt-wirelength-per-cell_um = 12.49
drt_wl_total_um = 1698
n_antenna_cell = 0
vias_per_cell = 3.625
ant_nets = 0
drc_errors = 0

[cts]
hold_buffers = 0

[floorplanning]
ios = 100
die-width_um = 80
die_area_um2 = 6400
core-area_um2 = 3416
die_y_um = 80
fp_util_pct = 10.73
rows = 21

[global_route]
grt.met1_usage_pct = 4.548
grt_max_degree = 4
grt.overflow.total = 0
gr-usage-met3_pct = 1.364
use_met2_pct = 10.83
globalRouteTotalUtil_pct = 4.987
top_usage_layer = "met2"
grt_pass1_vias = 554
grt_first_pass_wirelength_um = 2587
grt_antenna_before_repair = 0

[setup_path]
crit_end = "fwd2[0]"
startpoint = "inst2[8]"
crit_type = "in2out"
critPathLaunchType = "primary input"
critPathArrivalTime_ns = 2.22
critPathMaxFanout = 2
cp-end-kind = "output pin"
cp.required_ns = 2.32

[hold_path]
holdCritPathClass = "in2out"

[pwr]
power.density_nw_per_um2 = 119.7
vdd_drop_max_mv = 0.01898
leakage_nw = 0.4017

[run]
drv_cap = 0
warnings = 96

[outcome]
outcome = "finished clean"
==> metrics by stage <==
step / setup TNS [ns] / instance area (um2) / cells / power, mW / util (%)
floorplan: 0 / 366.6 / 43 / 0.03281 / -
global placement: -0.8057 / 862.1 / 135 / 0.1062 / 25.24
detailed placement: -0.7809 / 862.1 / 135 / 0.1069 / 25.24
CTS: -0.01804 / 864.6 / 136 / 0.1062 / 25.31
global route: 0 / 872.1 / 136 / 0.1134 / 25.53
finish: 0 / 872.1 / 136 / 0.1044 / 25.53
==> kinds of logic after synthesis <==
| group | Yosys count |
|---|---|
| and+or+nand+nor | 17 |
| xor gates and xnor gates | 20 |
| AOI/OAI and AO/OA | 2 |
| muxes | 4 |
==> worst max-delay path: stages <==
cell	delay (ns)
clkdlybuf4s50_1	0.43
or4_4	0.43
a2bb2oi_2	0.16
nand4_2	0.09
buf_4	0.12
mux2i_1	0.17
dlygate4sd2_1	0.22
==> Yosys cell counts <==
master	instances	area share (%)
nand2b_1	1	1.7
a2bb2oi_2	1	4.1
nand4_2	2	6.8
or4_4	1	3.1
xnor2_1	8	19
and4b_1	1	2.7
nand4_1	2	3.4
and4bb_2	1	3.4
nor3_1	5	6.8
or3_1	1	1.7
or4_1	1	2.0
xor2_1	12	29
and2b_1	1	2.0
nor2_1	1	1.0
a2bb2oi_1	1	2.4
mux2i_1	4	11
==> worst min-delay path by stage <==
| stage | start | to | slack, ns | cells past startpoint |
|---|---|---|---|---|
| after CTS | inst2[6] | fwd1[0] | 2.06 | 4 |
| after global routing | inst2[9] | fwd2[1] | 1.92 | 6 |
| final | inst2[9] | fwd2[1] | 1.89 | 6 |
==> layout by cell type (no fill, tap or decap), types with 2 or more instances in the layout <==
cell type / netlist / routed
nand4_1: 2 / 2
nand4_2: 2 / 2
dlymetal6s2s_1: 0 / 3
clkdlybuf4s50_1: 0 / 30
nor3_1: 5 / 5
xnor2_1: 8 / 8
buf_4: 0 / 10
mux2i_1: 4 / 4
xor2_1: 12 / 12
dlygate4sd2_1: 0 / 4
==> power breakdown <==
part,switching [mW],internal [mW]
Combinational,0.0341,0.0703
Sequential,0,0
Clock,0,0
Total,0.0341,0.0703
==> area by class of cell <==
class,instances,share of cell area (%)
multi-input cells,43,42.04
repair buffers,47,51.36
well taps,46,6.600
==> per-layer routing <==
metal  routed length [um]  vias to the layer above
li1                     -                      255
met3                  149                        0
met5                    0                        -
met4                    0                        0
met2                  995                       13
met1                  553                      225
==> what timing repair did <==
item,4_1_cts,5_1_grt
setup buffers,1,0
pin swaps,0,1
endpoints found under the setup margin,4,1
gates resized,4,3
Power is estimated from default activity; no workload was simulated.
